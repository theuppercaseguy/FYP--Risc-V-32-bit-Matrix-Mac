<file path="flow/design.v">
`timescale 1ns / 1ps
module Data_Memory(
    input  rst,
    input [31:0] A, 
    input [31:0] WD, 
    input clk,WE, 
    output [31:0] RD 
    );
    reg [31:0] Data_Memory_Registers [512:0];
    always @(posedge clk)
    begin
        if (WE)
            begin
                Data_Memory_Registers[A] <= WD;
            end
    end
    assign RD = ( WE == 1'b0 ) ? Data_Memory_Registers[A] : 32'h00000000; 
    initial begin
    Data_Memory_Registers[0] = 32'h00000000;
    end
endmodule
module memory_cycle(clk, rst, RegWriteM, MemWriteM, ResultSrcM, RD_M, PCPlus4M, WriteDataM, 
    ALU_ResultM, RegWriteW, ResultSrcW, RD_W, PCPlus4W, ALU_ResultW, ReadDataW);
    input clk, rst, RegWriteM, MemWriteM, ResultSrcM;
    input [4:0] RD_M; 
    input [31:0] PCPlus4M, WriteDataM, ALU_ResultM;
    output  RegWriteW, ResultSrcW; 
    output [4:0] RD_W;
    output [31:0] PCPlus4W, ALU_ResultW, ReadDataW;
    wire [31:0] ReadDataM;
    reg RegWriteM_r, ResultSrcM_r;
    reg [4:0] RD_M_r;
    reg [31:0] PCPlus4M_r, ALU_ResultM_r, ReadDataM_r;
    Data_Memory Data_Memory (
                        .clk(clk),
                        .rst(rst),
                        .WE(MemWriteM),
                        .WD(WriteDataM),
                        .A(ALU_ResultM),
                        .RD(ReadDataM)
                    );
    always @(posedge clk or negedge rst) begin
        if (rst == 1'b0) begin
            RegWriteM_r         <= 1'b0; 
            ResultSrcM_r        <= 1'b0;
            RD_M_r              <= 5'h00;
            PCPlus4M_r          <= 32'h00000000; 
            ALU_ResultM_r       <= 32'h00000000; 
            ReadDataM_r         <= 32'h00000000;
        end
        else begin
            RegWriteM_r         <= RegWriteM; 
            ResultSrcM_r        <= ResultSrcM;
            RD_M_r              <= RD_M;
            PCPlus4M_r          <= PCPlus4M; 
            ALU_ResultM_r       <= ALU_ResultM; 
            ReadDataM_r         <= ReadDataM;
        end
    end 
    assign RegWriteW = RegWriteM_r;
    assign ResultSrcW = ResultSrcM_r;
    assign RD_W = RD_M_r;
    assign PCPlus4W = PCPlus4M_r;
    assign ALU_ResultW = ALU_ResultM_r;
    assign ReadDataW = ReadDataM_r;
endmodule
</file>
<file path="flow/run.sh">
#!/bin/bash
# OpenROAD 26Q1-2900-gdf79404cd8, Yosys 0.63+post, stock flow scripts
make -C /OpenROAD-flow-scripts/flow DESIGN_CONFIG=/design/flow/config.mk WORK_HOME=/design/flow/orfs finish
</file>
<file path="flow/config.mk">
export PLATFORM = sky130hd
export DESIGN_NAME = memory_cycle
export DESIGN_NICKNAME = memory_cycle
export VERILOG_FILES = /design/flow/design.v
export SDC_FILE = /design/flow/constraint.sdc
export NUM_CORES = 4
export LEC_CHECK = 1
export CORE_UTILIZATION = 40
export SYNTH_MEMORY_MAX_BITS = 65536
</file>
<file path="flow/constraint.sdc">
current_design memory_cycle

set clk_period 5.4
set clk_io_pct 0.2

create_clock -name clk0 -period $clk_period [get_ports {clk}]

set non_clock_inputs [all_inputs -no_clocks]
set_input_delay [expr $clk_period * $clk_io_pct] -clock clk0 $non_clock_inputs
set_output_delay [expr $clk_period * $clk_io_pct] -clock clk0 [all_outputs]
</file>
==> ci_impl_report.md <==
## Synthesis and layout report

| Metric | Value |
|---|---|
| Status | finished, violations left |
| Failing checks | max-capacitance violations, max-slew violations |
| Top logic cells by instance count in the layout | edfxtp_1, mux2i_1, o22ai_1 |
| Hold depth | 1 |
| Dpl ws | -1.019 ns |
| Main kind of combinational logic by area | multiplexers |
| Final setup viols | 0 |
| Area Growth Syn to Fin | 16.72% |
| Post-route DRC | 0 |
| FMAX | 0.1922 GHz |
| AO/OA Area Share | 3.810% |
| Synth warn | 2 |
| Finished Layout Cells | 55169 |
| Rows | 459 |
| Seq share, synth | 79.18% |
| Antenna violations before repair | 167 |
| Main flop type | edfxtp_1 |
| Startpoint types | input port |
| Simple Share, Synth | 1.554% |
| Adder-Cell Fraction of Synth Area | 0% |
| Hold_sp | WriteDataM[0] |
| Largest net degree at the start of global routing | around 130 |
| Fin crit period | 5.204 ns |
| TritonCTS clock tree | yes |
| Number of synthesized flops with an enable pin | 16416 |
| DRT iter0 DRCs | 23511 |
| Yosys stat chip area | 625900 µm² |
| Final antenna-violating net count | 0 |
| Cell area after synthesis | 625900 µm² |
| H-tree Lvls | 7 |
| Cell mode on critical path | buf_4 |
| Die W | 1253 µm |
| Final cycle utilization of the critical path | a little over nine tenths |
| Kind of critical path | input port to register |
| Worst ir drop on vdd | 0.3088 mV |
| Hold Path Sink | Data_Memory.Data_Memory_Registers[421][0]$_DFFE_PP_ |
| Average cell area after synthesis | roughly 21 µm² |
| Cells along the critical path | buf_16, buf_12, nand4bb_4, buf_12, buf_4, o22ai_1, nor4_1, buf_4, nand3_1, and3_1, nor4_2, buf_4, o311ai_2 |
| Register area | 495500 µm² |
| Longest Clk Path Bufs | 6 |
| RSZ-0062 raised after global routing | false |
| Top cell excl fill/tap | edfxtp_1 |
| Max-cap viol count | 3 |
| Root buffer cell | clkbuf_16 |
| Worst Tran Pin Value | 1.686 ns |
| Async SR Flop Fraction | 0.6235% |
| PD cells | around 360 nW/µm² |
| Slew headroom | -12.77% |
| Setup crit end kind | register |
| Total number of vias | approximately 330k |
| Average routed wire per standard cell | just under 40 µm |
| GR Overflow Total | 0 |
| Worst-path fanout max | 29 |
| WL final | 2181000 µm |
| Hpwl dp | 1300000 µm |
| Setup Skew | 0.2137 ns |
| First-pass GRT wire length | 2930000 µm |
| Tool warnings | 132 |
| CORE AREA | 1561000 µm² |
| Slowest cell on crit path | nor4_2 |
| WP data required | 6.65 ns |
| Worst r2r path cells | 9 |
| Clock-pin slew on the worst setup and hold paths | approximately 0.060 ns |
| Core Util, Final | 46.80% |
| CP arrival | around 6.5 ns |
| Hold Crit Class | input port to register |
| Synth Instances | 30260 |
| Postcts setup bufs | 0 |
| Share of layout cells above drive strength 1 | approximately a fifth |
| Unique cell types | roughly 79 |
| Placed cells | 51811 |
| DRT Pass-1 Iters | 6 |
| CP max stage delay | 1.17 ns |
| Reg2reg setup slack | 1.23 ns |
| Worst R2R Start | Data_Memory.Data_Memory_Registers[234][25]$_DFFE_PP_ |
| Max-slew violation count | 7 |
| Yosys xor share | 0% |
| Reg2Reg Capture Point | ReadDataM_r[25]$_DFF_PN0_ |
| Pleak | around 240 nW |
| Synthesis-stage register bit count | 16519 |
| Fillers | 124918 |
| Clk ins delay skew pair | 1.39 ns |
| Die Span Y | 1253 µm |
| Core Density at Floorplan | 40.09% |
| GP Congestion | ~0.96 |
| Num CTS Buffers | 1708 |
| Multi-input gate area | 125800 µm² |
| Vias in the first global route | 351503 |
| Power Total | between 200 and 300 mW |
| Final worst setup slack | ~0.2 ns |
| Die ar. | about 1600000 µm² |
| Setup TNS Final | 0 ns |
| GRT Resource Usage Total | 30.37% |
| Hold Violations, Final | 0 |
| IO buf count | 208 |
| Sink Count | 16519 |
| Top-level I/O count | 209 |
| Vias per cell | around 6.0 |
| Multiplexer share | 13.94% |
| Yosys Instances | 30260 |
## sequential cells by signal, indices dropped and copies added, names as in the netlist
name                               flops
ALU_ResultM_r                         32
PCPlus4M_r                            32
ResultSrcM_r                           1
ReadDataM_r                           32
Data_Memory.Data_Memory_Registers  16416
RegWriteM_r                            1
RD_M_r                                 5
## routing by layer
| metal | GRT usage, % | part of all wire, % |
|---|---|---|
| met1 | 27.98 | 26 |
| met2 | 40.13 | 43 |
| met3 | 31.68 | 24 |
| met4 | 15.81 | 6.9 |
| met5 | 9.342 | 0.75 |
## cell families (layout without fill, tap and decap cells)
logic type,after synthesis,in the layout
flip-flops,16519,16519
other,0,354
AND-OR/OR-AND,3576,3576
AND/OR/NAND/NOR,1969,1969
buffers and inverters,1805,5615
multiplexers,6391,6391
## worst max-delay path, delay by kind of cell
| family | cells | cell delay, ns |
|---|---|---|
| buf+inv | 6 | 1.67 |
| compound gates | 2 | 0.24 |
| simple gates | 5 | 3.23 |
## how the worst max path moves through the flow
stage / startpoint / end / slack (ns) / depth (start not counted)
global route: ALU_ResultM[0] / ReadDataM_r[25]$_DFF_PN0_ / 0.32 / 13
finish: ALU_ResultM[0] / ReadDataM_r[25]$_DFF_PN0_ / 0.20 / 13
CTS: ALU_ResultM[0] / ReadDataM_r[28]$_DFF_PN0_ / 0.43 / 14
## metrics by stage
step / instance area (µm²) / hold slack (ns)
final: 730500 / 0.09526
after global routing: 730300 / 0.06886
after CTS: 729600 / 0.009875
after detailed placement: 677700 / 0.4750
after global placement: 677700 / 0.4909
after floorplan: 625900 / 0.4244
## timing repair
action / in CTS / in global routing
endpoints found under the setup margin: 0 / 0
gates resized: 0 / 0
hold buffers: 6 / 0
endpoints found under the hold margin: 13 / 0
## final cells by class
cell class / instances / share of cell area, %
clock inverters: 869 / 0.9562
clock buffers: 2128 / 6.139
inverters: 9 / 0.007022
diodes: 354 / 0.1213
repair buffers: 2609 / 4.175
multi-input cells: 11936 / 17.22
flip-flops and latches: 16519 / 67.83
well taps: 20745 / 3.553
## synthesized netlist by cell type (102+ instances only)
| cell type | count | area share [%] |
|---|---|---|
| mux4_2 | 1860 | 6.7 |
| nor2_1 | 724 | 0.43 |
| a22oi_1 | 621 | 0.74 |
| mux2i_1 | 4518 | 7.2 |
| buf_2 | 862 | 0.69 |
| nand2_1 | 248 | 0.15 |
| buf_4 | 305 | 0.37 |
| o22ai_1 | 2146 | 2.1 |
| nor4_1 | 480 | 0.48 |
| a22o_1 | 102 | 0.14 |
| nand4_1 | 138 | 0.14 |
| dfrtp_1 | 103 | 0.41 |
| edfxtp_1 | 16416 | 79 |
| a21oi_1 | 114 | 0.091 |
| o21ai_0 | 175 | 0.14 |
| clkbuf_1 | 470 | 0.28 |
| nand3_1 | 178 | 0.14 |
## where the power goes
group | leakage, nW | internal [mW] | switching [mW]
Clock | 25.4 | 63.5 | 47.7
Combinational | 63.5 | 4.20 | 9.61
Sequential | 149 | 141 | 0.133
Power is estimated from default activity; no workload was simulated.
